==> design.v <==
module data_mem (
    input wire clk,                  
    input wire mem_write,            
    input wire mem_read,             
    input wire [31:0] addr,          
    input wire [31:0] write_data,    
    output reg [31:0] read_data      
);
    parameter MEM_DEPTH = 256;
    reg [31:0] mem_array [0:MEM_DEPTH-1];
    always @(posedge clk) begin
        if (mem_write) begin
            mem_array[addr[31:2]] <= write_data;
        end
    end
    always @(*) begin
        if (mem_read) begin
            read_data <= mem_array[addr[31:2]];
        end else begin
            read_data <= 32'bz;  
        end
    end
endmodule
==> run.sh <==
#!/bin/bash
# OpenROAD 26Q1-2900-gdf79404cd8, Yosys 0.63+post, stock flow scripts
make -C /OpenROAD-flow-scripts/flow DESIGN_CONFIG=/design/flow/config.mk WORK_HOME=/design/flow/orfs finish
==> config.mk <==
export PLATFORM = sky130hd
export DESIGN_NAME = data_mem
export DESIGN_NICKNAME = data_mem
export VERILOG_FILES = /design/flow/design.v
export SDC_FILE = /design/flow/constraint.sdc
export NUM_CORES = 4
export LEC_CHECK = 1
export CORE_UTILIZATION = 40
export SYNTH_MEMORY_MAX_BITS = 65536
==> constraint.sdc <==
current_design data_mem

set clk_period 70.2
set clk_io_pct 0.2

create_clock -name clk0 -period $clk_period [get_ports {clk}]

set non_clock_inputs [all_inputs -no_clocks]
set_input_delay [expr $clk_period * $clk_io_pct] -clock clk0 $non_clock_inputs
set_output_delay [expr $clk_period * $clk_io_pct] -clock clk0 [all_outputs]
==> impl_metrics.yaml <==
# physical design summary
status:
  status: "complete, but fails checks"
  violations: "max-capacitance violations, max-slew violations"
route:
  drt-total-wl_um: 839000
  drt_first_pass_iters: 5
  drc: 0
  wl_per_cell_um: 33.8
  antenna_left: 0
  drtIter0Drc: 9919
  avgViaCountPerCell: 5.80
  via_count: 144093
clock_network:
  cts_setup_buffers: 0
  clock-root-buffer: "clkbuf_16"
  cts.sinks: 8192
  cts.clk_slew.worst_paths_ps: 60
  clock_path_buffers: 4
  postCtsHoldBufs: 0
  cts_made_buffers: 785
  htree_levels: 6
  ctsResizeCount: 0
  cts_tree: "yes"
synthesis:
  synth_flops: 8192
  syn_area_per_cell_um2: 23.6
  synth_cell_types: 21
  ys_sh_xor_pct: 0
  muxShareOfSynthArea_pct: 15.0
  top_logic_kind: "multiplexers"
  yosysChipArea_um2: 308000
  synth_area_um2: 308000
  aoi_share_pct: 3.69
  fa_ha_area_share_pct: 0
  ys_warn_count: 2
  synthCells: 13055
  yosysSeqAreaShare_pct: 79.8
  synth_stat.cells: 13055
  simple_gate_share_pct: 0.490
final_timing:
  post-route-period-util_pct: 52.2
  rsz0062_at_grt: "no"
  worst_pin_slew_ps: 1500
  slew_headroom_pct: -1.41
  tns_ps: 0
  min_period_ps: 36620
  finalSetupViolCount: 0
  timing_hold_violations_final: 0
  maxSlewViolCount: 2
  whs_ps: 13240
  fmax_mhz: 27.3
finish:
  fill_cells: 61837
  regArea_um2: 246000
  stdcell_area_um2: 353000
  lay_top_cells: "8,192 x edfxtp_1, 2,048 x mux4_2, 1,024 x a22oi_1"
  layout_top_cell: "edfxtp_1"
  drive_gt1_share_pct: 29.8
  area_growth_pct: 14.4
  largest_reg_flops: 8192
  fin_util_pct: 45.9
  comb_area_um2: 61800
global_routing:
  grt_max_degree: 137
  grt_antenna_before_repair: 41
  grt_pass1_vias: 159876
  overflow: 0
  grt_usage_pct: 24.0
  grt_pass1_wl_um: 1180000
floorplan:
  die_area_um2: 774000
  die_height_um: 880
  die_w_um: 880
  rows: 322
  core-area_um2: 768000
  fp_util_pct: 40.1
  io_pins: 99
power_and_ir_drop:
  p_per_area_nw_per_um2: 28.3
  ir_worst_vdd_uv: 31.4
  power.leakage_nw: 107
place:
  dpl.hpwl_um: 471000
  portBuffers: 73
  gp_congestion: 0.873
  place_area_um2: 328000
worst_hold_path:
  hold_class: "in -> reg"
worst_setup_path:
  endpoint_kind: "output pin"
  crit_fanout: 73
  start_kind: "input pin"
  crit_type: "in -> out"
  cp.required_ps: 56160
  arrival_ps: 22580
job:
  drv_cap: 1
  warning_count: 59
==> where the power goes <==
part	switching (mW)	leakage, nW	internal (mW)
combinational	0.320	21.2	0.158
clock	1.82	12.1	2.28
sequential	0.00209	73.6	5.39
==> routing by layer <==
| metal | track usage (%) | vias to the layer above | share of wire (%) |
|---|---|---|---|
| li1 | - | 58691 | - |
| met1 | 26.1 | 73791 | 29 |
| met2 | 34.2 | 10165 | 46 |
| met3 | 21.2 | 1391 | 20 |
| met4 | 7.64 | 55 | 4.3 |
| met5 | 3.67 | - | 0.34 |
==> area by class of cell <==
class | count | share of cell area (%)
clock buffer | 959 | 5.79
timing repair buffer | 890 | 2.07
antenna | 46 | 0.0326
multi-input combinational | 4066 | 17.5
tap | 10206 | 3.62
clock inverter | 477 | 1.25
inverter | 1 | 0.00106
sequential | 8192 | 69.7
==> through the flow <==
step                      total power, mW  setup slack [ps]  instances
after floorplan                      5.72             40260      13055
after global placement               5.97             33470      23355
after detailed placement             5.98             33510      23355
after CTS                            10.0             33490      24791
after global routing                 10.2             33020      24825
final                                9.97             33580      24837
==> synthesized netlist by cell type <==
master	instances	area share [%]
edfxtp_1	8192	80
mux4_2	2048	15
a22oi_1	1024	2.5
a21oi_1	512	0.83
clkbuf_1	498	0.61
nor2_1	232	0.28
buf_2	209	0.34
o41ai_1	128	0.36
buf_1	64	0.078
nand4_1	32	0.065
nor3_1	30	0.049
nand2_1	28	0.034
buf_4	21	0.051
nand3_1	13	0.021
nor2b_1	7	0.014
nand2b_1	6	0.012
buf_6	4	0.015
and2_1	3	0.0061
or2_2	2	0.0041
inv_1	1	0.0012
or3_1	1	0.0020
==> worst max-delay path, stage by stage <==
cell             delay (ps)
buf_16                  410
buf_4                   770
buf_4                   660
buf_4                   670
buf_4                   650
buf_4                   710
buf_4                   700
mux4_2                  580
a22oi_1                 330
a21oi_1                 230
o41ai_2                1070
buf_4                   240
nand4_1                 670
clkdlybuf4s50_1         630
==> path summary, 6_finish.rpt <==
kind                       start  cells past startpoint  slack, ps               end
hold / removal    write_data[21]                      1      13240  mem_array[6][21]
setup / recovery         addr[2]                     14      33580     read_data[23]
==> logic make-up (layout without fill, tap and decap cells) <==
kind of cell           count (synthesis)  count (layout)
multiplexers                        2048            2048
other                                  0              46
buffers and inverters                797            2327
flip-flops                          8192            8192
AND/OR/NAND/NOR                      354             354
AND-OR/OR-AND                       1664            1664
No activity file was given, so power comes from the tool's default toggle rates.
