$ cat /design/flow/design.v
module reg_file(
    input wire clk,                       
    input wire reset,                     
    input wire reg_write_en,              
    input wire [4:0] read_reg1,           
    input wire [4:0] read_reg2,           
    input wire [4:0] write_reg,           
    input wire [31:0] write_data,         
    output wire [31:0] read_data1,        
    output wire [31:0] read_data2         
);
    reg [31:0] registers [31:1];          
    assign read_data1 = (read_reg1 == 0) ? 32'b0 : registers[read_reg1];
    assign read_data2 = (read_reg2 == 0) ? 32'b0 : registers[read_reg2];
    always @(posedge clk) begin
        if (reset) begin
            integer i;
            for (i = 1; i < 32; i = i + 1) begin
                registers[i] <= 32'b0;
            end
        end
        else if (reg_write_en && (write_reg != 0)) begin
            registers[write_reg] <= write_data;
        end
    end
endmodule
$ cat /design/flow/run.sh
#!/bin/bash
# OpenROAD 26Q1-2900-gdf79404cd8, Yosys 0.63+post, stock flow scripts
make -C /OpenROAD-flow-scripts/flow DESIGN_CONFIG=/design/flow/config.mk WORK_HOME=/design/flow/orfs finish
$ cat /design/flow/config.mk
export PLATFORM = sky130hd
export DESIGN_NAME = reg_file
export DESIGN_NICKNAME = reg_file
export VERILOG_FILES = /design/flow/design.v
export SDC_FILE = /design/flow/constraint.sdc
export NUM_CORES = 4
export LEC_CHECK = 1
export CORE_UTILIZATION = 50
$ cat /design/flow/constraint.sdc
current_design reg_file

set clk_period 24.7
set clk_io_pct 0.2

create_clock -name clk0 -period $clk_period [get_ports {clk}]

set non_clock_inputs [all_inputs -no_clocks]
set_input_delay [expr $clk_period * $clk_io_pct] -clock clk0 $non_clock_inputs
set_output_delay [expr $clk_period * $clk_io_pct] -clock clk0 [all_outputs]
==> flow_summary_export.csv <==
group,metric,value,unit
logic_synthesis,yosys.cell_types.count,43,
hold_path,worstHoldEndpoint,"registers[0][14]$_DFFE_PP_",
route,vias_per_cell,6.50,
floorplan,die_area,110000,µm²
final_timing,drv_slew,0,
clocking,clk_path_buf_depth,3,
floorplan,die_w,331,µm
logic_synthesis,yosys.area_share.aoi,3.65,%
logic_synthesis,ys_warn_count,1,
clocking,clk_transition_reported_paths,0.06,ns
logic_synthesis,yosys-stat-cells,3500,
clocking,cts_buffers,109,
pwr,leakage,20.6,nW
place,routabilityCongestion,0.927,
route,vias,32700,
layout,area_delta_synth_final,11.0,%
logic_synthesis,seq_area_frac_synth,56.7,%
setup_path,arrival,9.43,ns
job,drv_cap,0,
layout,drive_above_1_share,24.5,%
final_timing,hold_viol_final,0,
pwr,p_seq_share,50.0,%
final_timing,slew_headroom,28.6,%
grt,antenna_found_initial,1,
logic_synthesis,syn_inst,3500,
logic_synthesis,mux_share,23.0,%
setup_path,start_kind,"primary input",
pwr,p_sw,0.00100,W
final_timing,worstMarginPinSlew,1.06,ns
floorplan,pin_count,114,
floorplan,fp_util,50.5,%
pwr,comb_power_share,12.4,%
logic_synthesis,topCellsByArea,"edfxtp_1, mux4_2, and2_1",
logic_synthesis,synth_area,54200,µm²
clocking,post_cts_buffers,0,
hold_path,holdPathStages,2,
layout,largestRegisters,"registers x1024",
final_timing,max_freq,69.6,MHz
logic_synthesis,synth_area_per_cell,15.5,µm²
logic_synthesis,ys_sh_simple,13.3,%
layout,regMostFlops,"registers",
pwr,clockPowerShare,37.6,%
final_timing,setup_viol,0,
setup_path,path_max_fanout,38,
place,place_area,56900,µm²
place,place_hpwl,102000,µm
pwr,irDropWorstVdd,0.0000550,V
logic_synthesis,synth-seq-cells,1024,
logic_synthesis,yosys-dominant-comb-family,"multiplexers",
floorplan,coreArea,107000,µm²
layout,largest_reg_flops,1024,
setup_path,critPathKind,"primary input to output port",
pwr,internal_power,0.00311,W
grt,grt_pass1_wl,254000,µm
final_timing,fin_crit,14.37,ns
floorplan,dieHeight,331,µm
status,outcome,"complete, no violations",
logic_synthesis,xor_area_share,0,%
layout,mostFrequentLayoutCell,"edfxtp_1",
hold_path,hold_path.class,"primary input to flip-flop",
clocking,hold_buffers,0,
place,io_buffers,113,
layout,final_area,60200,µm²
place,pre_cts_slack,10.29,ns
pwr,power_density,68.3,nW/µm²
route,wl,178000,µm
logic_synthesis,synth_chip_area,54200,µm²
route,wire_per_inst,35.3,µm
pwr,swShare,24.4,%
clocking,root_buffer,"clkbuf_16",
grt,grt_pass1_vias,36900,
logic_synthesis,yosysTopAreaCell,"edfxtp_1",
floorplan,rows,120,
job,log.warning_count,26,
hold_path,hp-start,"write_data[14]",
route,ant_nets,0,
grt,grt.total_usage,36.6,%
route,drt_iter0_markers,1986,
clocking,cts_tree,"built",
logic_synthesis,top_area_share,56.7,%
final_timing,finalCritPeriodShare,58.2,%
pwr,power,0.00412,W
layout,final_cell_mix,"edfxtp_1, and2_1, mux4_2",
layout,final_core_util,56.1,%
clocking,clkSinkCount,1024,
route,drc,0,
setup_path,endpoint_kind,"output port",
clocking,htreeDepth,3,
final_timing,rsz0062_at_grt,"no",
grt,grt_max_degree,91,
grt,grt_overflow,0,
clocking,cts_resized,0,
final_timing,fin_ws,10.33,ns
logic_synthesis,ys_sh_adder,0,%
setup_path,cp.required,19.76,ns
route,drt-pass1-iter-count,5,
final_timing,setup_tns,0,ns
-- through the flow --
| step | hold WS (ns) | instances |
|---|---|---|
| 2_1_floorplan | 5.04 | 3531 |
| 3_3_place_gp | 5.79 | 4829 |
| 3_5_place_dp | 5.79 | 4829 |
| 4_1_cts | 5.06 | 5026 |
| 5_1_grt | 5.10 | 5026 |
| 6_report | 5.10 | 5031 |
-- synthesized netlist by cell type --
master	count
nor4b_1	2
a2111oi_0	14
mux2_2	30
or2_1	2
nor3b_1	1
o21ai_1	4
nand2_1	8
o221ai_1	1
clkbuf_1	264
nand3b_1	5
edfxtp_1	1024
nand4bb_1	1
nor2b_1	14
a221o_1	2
and2_1	995
a221oi_1	4
a211oi_1	7
buf_2	51
a21oi_1	12
nor4b_2	1
nand3_1	5
nor2_1	36
a22o_1	51
a32o_1	4
or3b_2	4
or2_2	31
or3_1	2
mux2i_1	150
nand4b_1	1
buf_1	13
buf_4	37
buf_6	19
nor3_1	54
o22ai_1	103
nand2b_1	6
nor4_1	6
mux4_2	472
conb_1	1
inv_1	2
and3_1	3
and4b_1	1
a2111oi_1	41
a22oi_1	16
-- critical path, cell delays in order --
cell and delay [ns]:
buf_8 0.34, buf_4 0.68, buf_4 0.69, buf_4 0.50, mux4_2 0.56, a2111oi_1 0.90
nor3_1 0.24, clkdlybuf4s50_1 0.48
-- logic make-up after synthesis --
kind of cell | count (synthesis)
compound gates | 259
buf+inv | 386
flops | 1024
mux | 652
other cells | 1
simple gates | 1178
-- power by group through the flow --
stage         registers [W]  clock network, W  logic (W)
CTS                 0.00206           0.00157   0.000507
global route        0.00207           0.00163   0.000533
finish              0.00206           0.00155   0.000510
-- metal layers --
| layer | routed length (µm) | GRT usage [%] | vias up |
|---|---|---|---|
| li1 | - | - | 13600 |
| met3 | 32400 | 28.5 | 422 |
| met1 | 54200 | 43.3 | 15900 |
| met2 | 81800 | 51.3 | 2750 |
| met5 | 327 | 3.56 | - |
| met4 | 8990 | 14.2 | 12 |
-- area by class of cell --
cell class / count / area (µm²)
fillers: 7952 / 47100
flip-flops and latches: 1024 / 30700
multi-input cells: 2121 / 22000
clock buffers: 136 / 2910
repair buffers: 279 / 2390
well taps: 1403 / 1760
clock inverters: 61 / 387
diodes: 5 / 12.5
inverters: 2 / 7.51
-- worst max-delay path by stage --
stage	endpoint	from	cells after the start	slack, ns
CTS	read_data2[2]	read_reg2[0]	8	10.27
global route	read_data2[2]	read_reg2[0]	8	10.14
finish	read_data2[2]	read_reg2[0]	8	10.33
Power and IR drop assume default switching activity.
