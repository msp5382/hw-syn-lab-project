==> flow/run.sh <==
#!/bin/bash
# OpenROAD 26Q1-2900-gdf79404cd8, Yosys 0.63+post, stock flow scripts
make -C /OpenROAD-flow-scripts/flow DESIGN_CONFIG=/design/flow/config.mk WORK_HOME=/design/flow/orfs finish
==> flow/config.mk <==
export PLATFORM = sky130hd
export DESIGN_NAME = instr_mem
export DESIGN_NICKNAME = instr_mem
export VERILOG_FILES = /design/flow/design.v
export SDC_FILE = /design/flow/constraint.sdc
export NUM_CORES = 4
export LEC_CHECK = 1
export CORE_AREA = 10 10 70 70
export DIE_AREA = 0 0 80 80
export SYNTH_MEMORY_MAX_BITS = 65536
==> flow/constraint.sdc <==
current_design instr_mem

set clk_period 2.9
set clk_io_pct 0.2

create_clock -name clk0 -period $clk_period [get_ports {clk}]

set non_clock_inputs [all_inputs -no_clocks]
set_input_delay [expr $clk_period * $clk_io_pct] -clock clk0 $non_clock_inputs
set_output_delay [expr $clk_period * $clk_io_pct] -clock clk0 [all_outputs]
==> flow/design.v <==
module instr_mem (
    input wire clk,               
    input wire [31:0] addr,       
    output reg [31:0] instr       
);
    parameter MEM_DEPTH = 256;
    reg [31:0] mem_array [0:MEM_DEPTH-1];
    always @(posedge clk) begin
        instr <= mem_array[addr[31:2]];
    end
    initial begin
        integer i;
        for (i = 0; i < MEM_DEPTH; i = i + 1) begin
            mem_array[i] = 32'd0;
        end
        mem_array[0] = 32'h00400093;  
        mem_array[1] = 32'h00800113;  
        mem_array[2] = 32'h002081b3;  
    end
endmodule
==> impl_metrics.yaml <==
# physical design summary
run_status:
  status: "finished clean"
final_layout:
  top_regs: "instr: 6 flops"
  largest_register: "instr"
  layout-drive-gt1-share_pct: 8.33
  largest_reg_flops: 6
  fin_util_pct: 15.8
  area_growth_pct: 33.4
yosys:
  yosys-top-cells-area: "buf_4 48%, dfxtp_1 30%, nor3_1 3.7%"
  postSynthCellCount: 46
  flop_cell: "dfxtp_1"
  top_area_share_pct: 48.3
  top_cells_by_count: "26 x buf_4, 6 x dfxtp_1, 3 x nor3_1"
  netlist-cell-type-count: 12
  ys_area_um2: 404
  ys_seq_share_pct: 29.7
  ys_cells: 46
  netlist_area_um2: 404
  syn_area_per_cell_um2: 8.79
  top_cell: "buf_4"
  edf_count: 0
  async_flop_share_pct: 0
  ys_warn_count: 1
  ys.flops: 6
  top_area_cell: "buf_4"
grt:
  antenna_found_initial: 0
  grt_usage_pct: 2.37
  grt_pass1_wl_mm: 1.30
  grt_max_degree: 7
  gr-total-overflow: 0
  grt_pass1_vias: 318
timing:
  worst_slack_ps: 1100
  max_clock_freq_mhz: 556
  slew_viol_final: 0
  finalSetupViolations: 0
  tns_ps: 0
  finalHoldViolCount: 0
  layout_min_cycle_time_ps: 1800
  whs_ps: 983
  finalCritPeriodShare_pct: 62.0
  rsz0062_at_grt: "no"
min_path:
  hold_path_class: "input pin to register"
setup_path:
  path_max_fanout: 6
  critPathBufInv: 1
  required_ps: 3030
  max_stage_delay_ps: 660
  cp-end-kind: "register"
  start_kind: "input pin"
  crit_type: "input pin to register"
  path_cells: "clkdlybuf4s50_1 > or4_1 > nor4_1"
  crit_family: "simple AND/OR/NAND/NOR gates"
  slowest_stage: "or4_1"
  crit_arrival_ps: 1930
power:
  power.share.sequential_pct: 47.2
  comb_power_share_pct: 11.4
  p_leak_nw: 0.223
  swShare_pct: 19.4
  total_power_mw: 0.177
  p_switching_mw: 0.0344
  p_int_mw: 0.142
  power_density_nw_per_um2: 328
  vdd_drop_max_mv: 0.0690
  clockPowerShare_pct: 41.4
clock_network:
  cts_tree: "done"
  postCtsHoldBufs: 0
  clock_sinks: 6
  cts_setup_buffers: 0
  numCtsBuffers: 3
  htreeDepth: 1
  cts.repair.resized: 0
  clk_path_buf_depth: 2
  cts_root_buf: "clkbuf_4"
  clk_pin_slew_ps: 50
flow_run:
  max_cap_viol_count: 0
  tool_warnings: 49
place:
  dpl.hpwl_um: 847
  post-place-ws_ps: 889
  portBuffers: 18
  gp_congestion: 0.694
floorplanning:
  core_um2: 3420
  rows: 21
  die_h_um: 80
  ios: 65
  dieWidth_um: 80
  dieArea_um2: 6400
  initial_utilization_pct: 11.8
routing:
  wire_per_inst_um: 8.86
  diodes: 0
  antenna_left: 0
  post-route-drc-count: 0
  num_vias: 266
  firstDrtPassIters: 2
  route.detailed.vias_per_inst: 2.51
  drt_iter0_drc: 25
  routed_wl_um: 939
==> cell type report <==
type | count | area (um^2)
timing repair buffer | 18 | 180
sequential | 6 | 120
multi-input combinational | 31 | 151
clock buffer | 3 | 22.5
inverter | 2 | 7.51
tap | 46 | 57.6
fill | 397 | 2880
==> worst paths after layout <==
path / end / slack [ps] / start / cells past startpoint
setup / recovery: instr[22]$_SDFF_PP0_ / 1100 / addr[4] / 3
hold / removal: instr[15]$_SDFF_PP0_ / 980 / addr[3] / 3
==> stage by stage <==
stage               cells  cell area, um^2
detailed placement    103              517
finish                106              539
floorplan              67              483
global placement      103              517
CTS                   106              539
global route          106              539
==> metal layers <==
layer	GRT usage (%)	routed length [um]	up-vias
met5	0	0	-
met4	0.880	18	0
met3	1.02	139	2
met2	3.85	408	26
met1	2.68	372	113
li1	-	-	125
==> cell usage in the layout, fill, tap and decap left out <==
| cell | n |
|---|---|
| clkbuf_4 | 3 |
| clkdlybuf4s50_1 | 18 |
| conb_1 | 22 |
| dfxtp_1 | 6 |
| ha_1 | 1 |
| inv_1 | 2 |
| nor3_1 | 3 |
| nor4_1 | 2 |
| nor4b_2 | 1 |
| or2_2 | 1 |
| or4_1 | 1 |
==> power groups by stage <==
stage	clock (mW)	sequential, mW	combinational, mW
4_1_cts	0.0763	0.0834	0.0213
5_1_grt	0.0792	0.0833	0.0233
6_report	0.0731	0.0834	0.0202
==> logic make-up after synthesis <==
logic type                 after synthesis  synth area share [%]
and+or+nand+nor                          8                  13.9
DFF                                      6                  29.7
adders and majority gates                1                  3.10
buffers and inverters                   30                  52.3
other                                    1                 0.928
Power figures rest on the tool's default switching activity, not on a simulated workload.
